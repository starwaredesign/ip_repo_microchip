### design/flow/design.v
`timescale 1ns/1ns
module systemversion #(  
  parameter integer ADDRWIDTH          = 16,
  parameter integer C_VER_MAJ          = 0 ,
  parameter integer C_VER_MIN          = 1 ,
  parameter integer C_VER_BUILD        = 0 ,
  parameter integer C_BOARD_TYPE_WIDTH = 4 ,
  parameter integer C_BOARD_REV_WIDTH  = 4
) (
  input                               pclk,
  input                               presetn,
  input                               psel,  
  input      [         ADDRWIDTH-1:0] paddr,
  input                               penable,
  input      [                  31:0] pwdata,
  input                               pwrite,
  output reg                          pready,
  output reg [                  31:0] prdata,
  output                              pslverr,
  input      [C_BOARD_TYPE_WIDTH-1:0] board_type,
  input      [ C_BOARD_REV_WIDTH-1:0] board_rev
);
wire [31:0] fpga_ver_reg;
wire [31:0] fpga_ver_build_reg;
wire [31:0] board_reg;
assign fpga_ver_reg[(((0) + 8) + 8)+:16]   = 'b0;
assign fpga_ver_reg[((0) + 8)+:8]     = C_VER_MAJ;
assign fpga_ver_reg[(0)+:8]     = C_VER_MIN;
assign fpga_ver_build_reg[31:0] = C_VER_BUILD;
reg [C_BOARD_TYPE_WIDTH-1:0]     board_type_d1;  ;
reg [C_BOARD_TYPE_WIDTH-1:0]     board_type_d2;  ;
reg [ C_BOARD_REV_WIDTH-1:0]     board_rev_d1 ;  ;
reg [ C_BOARD_REV_WIDTH-1:0]     board_rev_d2 ;  ;
always @(posedge pclk or negedge presetn)
begin
  if (presetn == 1'b0) begin
    board_type_d1 <= 'b0;
    board_type_d2 <= 'b0;
    board_rev_d1  <= 'b0;
    board_rev_d2  <= 'b0;
  end else begin
    board_type_d1 <= board_type;
    board_type_d2 <= board_type_d1;
    board_rev_d1  <= board_rev;
    board_rev_d2  <= board_rev_d1;
  end
end
assign board_reg[16+:16] = board_type_d2;
assign board_reg[ 0+:16] = board_rev_d2;
assign pslverr = 1'b0;
always @(posedge pclk or negedge presetn)
  begin
    if (presetn == 1'b0)
      pready <= 1'b0;
    else 
      pready <= psel;
  end
always @(posedge pclk or negedge presetn)
  begin
    if (presetn == 1'b0)
      prdata <= 0;
    else if (psel == 1'b1)
      case (paddr[ADDRWIDTH-1:2])
        0       : prdata <= fpga_ver_reg;
        1 : prdata <= fpga_ver_build_reg;
        2          : prdata <= board_reg;
        default         : prdata <= 0;
      endcase
  end
endmodule
### design/flow/run.sh
#!/bin/bash
# OpenROAD 26Q1-2900-gdf79404cd8, Yosys 0.63+post, stock flow scripts
make -C /OpenROAD-flow-scripts/flow DESIGN_CONFIG=/design/flow/config.mk WORK_HOME=/design/flow/orfs finish
### design/flow/config.mk
export PLATFORM = sky130hd
export DESIGN_NAME = systemversion
export DESIGN_NICKNAME = systemversion
export VERILOG_FILES = /design/flow/design.v
export SDC_FILE = /design/flow/constraint.sdc
export NUM_CORES = 4
export LEC_CHECK = 1
export CORE_AREA = 10 10 79 79
export DIE_AREA = 0 0 89 89
### design/flow/constraint.sdc
current_design systemversion

set clk_period 1.1
set clk_io_pct 0.2

create_clock -name clk0 -period $clk_period [get_ports {pclk}]

set non_clock_inputs [all_inputs -no_clocks]
set_input_delay [expr $clk_period * $clk_io_pct] -clock clk0 $non_clock_inputs
set_output_delay [expr $clk_period * $clk_io_pct] -clock clk0 [all_outputs]
==> results_dict.tcl <==
# implementation run metrics
set metrics [dict create \
    wirelength_per_cell_um 12.1 \
    synthesis_warnings 1 \
    critical_path.max_fanout 2 \
    timing.final.crit_period_ns 1.05 \
    crit_path_cell_trace "clkdlybuf4s15_1" \
    cts_buffers 3 \
    tool_warnings 61 \
    grt.total_usage 0.0499 \
    global_route.overflow_total 0 \
    synth-edff-count 0 \
    dp_hpwl_um 1670 \
    max-clock-path-buffers 2 \
    critical_path_end_type "primary output" \
    critPathKind "register to primary output" \
    finalClockSkew_ns 0.000942 \
    cts_tree "built" \
    path_delay_family "flip-flops" \
    clkLatencyLatePin_ns 0.26 \
    gpl.final_weighted_congestion 0.716 \
    top_flip_flop_cell_by_instance_count_after_synthesis "dfrtp_1" \
    path_clk_slew_ns 0.08 \
    ant_nets 0 \
    yosysUniqueCellTypes 12 \
    drt-vias-per-instance 3.30 \
    post_cts_hold_buffer_count 0 \
    vias 581 \
    cp_data_required_time_ns 0.88 \
    synth.top_cells.by_count "26 x buf_4, 25 x dfrtp_1, 15 x inv_1, 8 x o22ai_1, 2 x nor4_2" \
    avgSynthCellArea_um2 12.1 \
    grt_start_max_net_pins 26 \
    fmax_ghz 0.954 \
    run_status "finished clean" \
    worst_path_largest_cell_delay_ns 0.39 \
    hold_path.class "input port to register" \
    ctsRootBufferMaster "clkbuf_8" \
    chipArea_mm2 0.00792 \
    sum_of_internal_switching_and_leakage_power_mw 1.62 \
    grt_antenna_before_repair 0 \
    yosys_cells 83 \
    clock_tree.htree_level_count 1 \
    drive_gt1_frac 0.148 \
    ir_worst_vdd_uv 378 \
    port-buffer-count 33 \
    synth_area_leader_cell "dfrtp_1" \
    layout.area.comb_um2 294 \
    critical_path.slowest_cell "dfrtp_1" \
    row_count 25 \
    place_worst_setup_slack_ns -0.468 \
    area_leaders "dfrtp_1 62%, buf_4 19%, inv_1 5.6%" \
    setup.worst_path.start_class "register" \
    synth_top_cell_by_count "buf_4" \
    setup_violations 0 \
    grt_pass1_wl_um 3180 \
    grt_pass1_vias 660 \
    syn-cell-area_mm2 0.00101 \
    floorplanUtilization 0.216 \
    hold_violations 0 \
    postSynth.asyncResetShare 1.00 \
    post_layout_utilization_of_the_core 0.315 \
    placed_cells 170 \
    coreArea_mm2 0.00466 \
    drtIter0Drc 22 \
    placedInstanceArea_mm2 0.00133 \
    wl_um 2120 \
    yosys.area.top_type_share 0.622 \
    fin_setup_tns_ns 0 \
    yosysSeqAreaShare 0.622 \
    cts.sinks 25 \
    drc_errors 0 \
    synth.ff_latch_count 25 \
    fin_hold_ws_ns 0.297 \
    drv.max_cap_violation_count 0 \
    finalMaxSlewViolations 0 \
    syn_inst 83 \
    finish.cell_count_without_fillers 176 \
    p_per_area_mw_per_mm2 1100 \
    fillers 452 \
    final-seq-area_um2 626 \
    area_growth_from_synthesis_to_layout_pct 45.9 \
    critPathBufInv 1 \
    ys_area_mm2 0.00101 \
    die_y_um 89 \
    num_antenna_cells 0 \
    io_pins 95 \
    fp.dieW_um 89 \
    dr.pass1.iters 4 \
    cp_data_arrival_time_ns 0.83 \
    fin_area_mm2 0.00147 \
    static-leakage-power_nw 0.752 \
    final.setup.worst_slack_ns 0.0516 \
    min_period_over_period 0.953 \
]
power breakdown:
part / internal (mW) / switching [mW]
Clock: 0.258 / 0.252
Combinational: 0.0852 / 0.0648
Sequential: 0.949 / 0.00687
sequential cells by signal (all words and copies together) (netlist names):
name,cells
pready,1
board_type_d1,4
board_type_d2,4
prdata,8
board_rev_d1,4
board_rev_d2,4
what timing repair did:
action                     CTS  global route
setup endpoints to repair   16             9
gates cloned                 0             0
pin swaps                    8             8
resized                     30            15
buffers inserted             2             0
per-layer routing:
| metal | GRT usage | wire, um | vias up |
|---|---|---|---|
| li1 | - | - | 289 |
| met1 | 0.0732 | 986 | 250 |
| met2 | 0.0672 | 847 | 40 |
| met3 | 0.0202 | 255 | 2 |
| met4 | 0.0116 | 33 | 0 |
| met5 | 0 | 0 | - |
logic make-up (layout without fill, tap and decap cells):
group,Yosys count,count (layout),share of synthesized area
simple gates,8,8,0.0746
other cells,1,25,0.00373
compound gates,8,8,0.0498
buf+inv,41,56,0.250
flops,25,25,0.622
worst paths after layout:
path	slack, ns	startpoint	cells past startpoint	endpoint
setup / recovery	0.05	prdata[16]$_DFFE_PN0P_	1	prdata[16]
min in group asynchronous	0.31	presetn	2	prdata[18]$_DFFE_PN0P_
max in group asynchronous	0.65	presetn	2	prdata[1]$_DFFE_PN0P_
setup reg to reg	0.36	prdata[18]$_DFFE_PN0P_	3	prdata[18]$_DFFE_PN0P_
hold reg to reg	0.35	board_type_d1[1]$_DFF_PN0_	0	board_type_d2[1]$_DFF_PN0_
hold / removal	0.30	paddr[3]	3	prdata[0]$_DFFE_PN0P_
cell usage in the layout, fill, tap and decap left out, drive strengths merged:
cell type      count
inv               15
dlygate4sd2        7
clkdlybuf4s15      8
nor2b              1
buf                4
conb              25
nor3               1
nor4               2
clkdlybuf4s50      9
and4bb             1
nor3b              1
o22ai              8
dfrtp             25
nand4              2
clkbuf             5
dlymetal6s2s       8
final cells by class:
cell class	count	area share
multi-input cells	41	0.200
repair buffers	37	0.258
flip-flops and latches	25	0.426
well taps	54	0.0460
clock buffers	4	0.0307
inverters	15	0.0384
No activity file was given, so power comes from the tool's default toggle rates.
